`./run.sh`:
```
#!/bin/bash
# OpenROAD 26Q1-2900-gdf79404cd8, Yosys 0.63+post, stock flow scripts
make -C /OpenROAD-flow-scripts/flow DESIGN_CONFIG=/design/flow/config.mk WORK_HOME=/design/flow/orfs finish
```
`./config.mk`:
```
export PLATFORM = sky130hd
export DESIGN_NAME = shj
export DESIGN_NICKNAME = shj
export VERILOG_FILES = /design/flow/design.v
export SDC_FILE = /design/flow/constraint.sdc
export NUM_CORES = 4
export LEC_CHECK = 1
export CORE_UTILIZATION = 40
```
`./constraint.sdc`:
```
current_design shj

set clk_period 5.9
set clk_io_pct 0.2

create_clock -name clk0 -period $clk_period [get_ports {clk}]

set non_clock_inputs [all_inputs -no_clocks]
set_input_delay [expr $clk_period * $clk_io_pct] -clock clk0 $non_clock_inputs
set_output_delay [expr $clk_period * $clk_io_pct] -clock clk0 [all_outputs]
```
`./design.v`:
```
module buy(clk,buy2,buy6,back,cancel,sure,get2,get6,backAll);
	input wire clk;
	input wire buy2;
	input wire buy6;
	input wire back;
	input wire cancel;
	input wire sure;
	output reg get2;
	output reg get6;
	output reg backAll;
	reg  re2;
	reg  re6;
	reg	 Ba;
	initial
	begin
		re2=0;
		re6=0;
		get2=0;
		get6=0;
		Ba=0;
		backAll=0;
	end
	always@(posedge clk)
	begin
		if(buy2&&!buy6&&!back)
			begin
			re2=1;
			re6=0;
			Ba=0;
			end
		else if(!buy2&&buy6&&!back) 
			begin
			re6=1;
			re2=0;
			Ba=0;
			end
		else if(!buy2&&!buy6&&back) 
			begin
			Ba=1;
			re6=0;
			re2=0;
			end
		else
			begin
				re2=0;
				re6=0;
				Ba=0;
			end
		if(cancel)
			begin
				re6=0;
				re2=0;
				get2=0;
				get6=0;
				Ba=0;
				backAll=0;
			end
		else
			begin
				if(sure)
					begin
						get2=re2;
						get6=re6;
						backAll=Ba;
					end
				else
					begin
					get2=0;
					get6=0;
					backAll=0;
					end
			end	
	end 
endmodule	
 module	count(clk,one,fine,ten,cint);
	input wire clk;
	input wire one;
	input wire fine;
	input wire ten;
	output reg [3:0] cint;
	initial
	begin
		cint=4'd0;
	end
	always@(posedge clk)
	begin
		if(one&&!fine&&!ten)
		cint<=4'd1;
		else if(!one&&fine&&!ten)
		cint<=4'd5;
		else if(!one&&!fine&&ten)
		cint<=4'd10;
		else
		cint<=4'd0;
	end 
endmodule
module sell(clk,cint,get2,get6,backAll,money,haveGood2,haveGood6,put2,put6,putMoney);
	input wire clk;
	input wire [3:0] cint;
	input wire get2;
	input wire get6;
	input wire backAll;
	output reg [7:0] money;
	output reg haveGood2;
	output reg haveGood6;
	output reg put2;
	output reg put6;
	output reg putMoney;
	reg re2;
	reg re6;
	reg [7:0] outMoney;
	reg  reMoney;
	initial
	begin
		money=8'd0;
		outMoney=8'd0;
		haveGood2=1;
		haveGood6=1;
		put2=0;
		put6=0;
		reMoney=0;
	end
	always@(posedge clk)
	begin
		if(get2)
			begin
				re2=1;
				re6=0;
			end
		else if(get6)
			begin
				re2=0;
				re6=1;
			end
		else
			begin
				re2=re2;
				re6=re6;
			end
		money=money+cint;
		if(backAll)
			begin
				outMoney=outMoney+money;
				money=8'd0;
				put2=0;
				put6=0;
			end
		else if(re2&&haveGood2)
			begin
				if(money>2)
					begin
						put2=1;
						put6=0;
						re2=0;
						money=money-4'd2;
					end
				else
					begin
						put2=0;
					end
			end
		else if(re6&&haveGood6)
			begin
				if(money>6)
					begin
						put6=1;
						put2=0;
						re6=0;
						money=money-4'd6;
					end
				else
					put6=0;
			end
		else
			begin
				put2=0;
				put6=0;
			end
		if(outMoney!=0)
			begin
				reMoney=1;
				outMoney=outMoney-8'd1;
			end
		else
			reMoney=0;
	end 
	always@(reMoney)
	begin
		if(reMoney)
			begin
				putMoney=clk;
			end
		else
			putMoney=0;
	end	
endmodule
module shj(clk,one,fine,ten,buy2,buy6,back,cancel,sure,money,haveGood2,haveGood6,put2,put6,putMoney);
	input wire clk;
	input wire one;
	input wire fine;
	input wire ten;
	input wire buy2;
	input wire buy6;
	input wire back;
	input wire cancel;
	input wire sure;
	output wire [7:0] money;
	output wire haveGood2;
	output wire haveGood6;
	output wire put2;
	output wire put6;
	output wire putMoney;
	wire [3:0] cint;
	wire get2;
	wire get6;
	wire backAll;
	count count1(
				.clk(clk),
				.one(one),
				.fine(fine),
				.ten(ten),
				.cint(cint)
				);
	buy buy1(
			.clk(clk),
			.buy2(buy2),
			.buy6(buy6),
			.back(back),
			.cancel(cancel),
			.sure(sure),
			.get2(get2),
			.get6(get6),
			.backAll(backAll)
			);
	sell sell1(
				.clk(clk),
				.cint(cint),
				.get2(get2),
				.get6(get6),
				.backAll(backAll),
				.money(money),
				.haveGood2(haveGood2),
				.haveGood6(haveGood6),
				.put2(put2),
				.put6(put6),
				.putMoney(putMoney)
				);
endmodule
```
==> impl_metrics.toml <==
# implementation run metrics
[run_status]
outcome = "finished clean"

[drt]
detail_route.first_pass.iterations = 4
route.vias.total = 1786
dr.max_layer_used = "met4"
via_per_inst = 5.396
wl_met3_um = 121
routed_length_on_met2_um = 2090
finalWirelength_um = 4431
antenna_cells = 0
wire_per_inst_um = 13.39
drt.antenna.violating_nets = 0
met1Wirelength_um = 2153
drt_first_iter_violations = 96
drc = 0

[clocking]
clock_tree_from_tritoncts = "yes"
hold_buffers = 0
post_cts_resized = 0
postCtsSetupRepairBufs = 0
clkLatencyLatePin_ns = 0.38
worst_setup_hold_path_clk_slew_ns = 0.10

[setup_path]
critPathLaunchType = "clock port"
required_ns = 4.72
critical_path.endpoint_type = "output port"
setup.worst_path.class = "clk2out"
timing.critical_path.arrival_ns = 3.69
crit_path_max_fanout = 2
r2r.worst_path.cells = 14

[synthesis]
yosys.cell_types.count = 65
synth_stat.cells = 244
ys_seq_share_pct = 25.84
synth_largest_type_area_fraction_pct = 25.84
enable_flop_cells = 0
synth_cells = 244
post-synth-top-area-cell = "dfxtp_1"
syn-mean-instance-area_um2 = 8.574
synth_warnings = 3
post_synth_instance_area_mm2 = 0.002092
yosysChipArea_mm2 = 0.002092
async_reset_ff_share_pct = 0
ys_dominant_reg_cell = "dfxtp_1"
ys_ff = 27
synth.area.top_cells = "dfxtp_1 26%, ha_1 9.0%, nor2_1 3.9%"

[grt]
grt_antenna_before_repair = 0
globalRouteTotalUtil_pct = 18.06
grt_first_pass_wirelength_um = 7562
first_global_vias = 1659
grt_max_degree = 22
grt_overflow_total = 0

[final_layout]
area.growth.synth_to_final_pct = 15.91
drive_above_1_share_pct = 10.23
fillerInstances = 494
final_area_mm2 = 0.002425
utilization_of_the_core_after_routing_pct = 49.69

[sta]
timing.final.max_slew_violations = 0
tightestPinTransition_ns = 0.6974
setup_repair_after_global_routing_missed_its_margin = "false"
hold_viol = 0
final-setup-viol-count = 0
finClkSkew_ns = 0.007724
max_slew_margin_pct = 53.39
timing.setup.tns_ns = 0

[worst_hold_path]
hp-class = "reg2reg"
number_of_stages_on_the_worst_hold_path = 2

[job]
tool_warnings = 29
cap_violations = 0

[power]
total_leakage_power_nw = 0.9717
peakVddDrop_mv = 0.2592
power_density_mw_per_mm2 = 534.4

[placed_design]
globalplace.congestion = 0.8475
port-buffer-count = 19
dp_hpwl_um = 3520
placedInstanceArea_mm2 = 0.002337

[floorplan]
std_cell_rows = 25
floorplanUtilization_pct = 42.87
design.portCount = 22
die_x_um = 74.32
die.size.y_um = 74.32
core_area_mm2 = 0.004880
die_area_mm2 = 0.005523
-- cell type report --
| cell class | count | area (um2) | share of cell area, % |
|---|---|---|---|
| clock buffers | 7 | 92.59 | 3.818 |
| clock inverters | 1 | 5.005 | 0.2064 |
| inverters | 18 | 67.56 | 2.786 |
| multi-input cells | 192 | 1448 | 59.70 |
| flip-flops and latches | 27 | 540.5 | 22.29 |
| well taps | 67 | 83.83 | 3.457 |
| repair buffers | 19 | 187.7 | 7.740 |
-- registers in the layout, indices dropped and copies added, names as in the netlist --
name and cells:
sell1.re2 1, buy1.backAll 1, sell1.re6 1, buy1.get6 1, sell1.put6 1, sell1.reMoney 1, count1.cint 3, sell1.money 8
sell1.outMoney 8, buy1.get2 1, sell1.put2 1
-- logic make-up after synthesis --
family	synth area share, %
other	0.1793
flip-flops	25.84
AND-OR/OR-AND	29.01
XOR/XNOR	4.067
adder cells (fa/ha/maj)	10.89
multiplexers	4.904
AND/OR/NAND/NOR	19.98
buffers and inverters	5.143
-- per-layer routing --
layer	GRT usage, %	vias to the layer above
met4	3.564	0
li1	-	936
met1	26.07	818
met2	29.60	28
met3	2.747	4
met5	0	-
-- worst paths after layout --
path,from,to,slack [ns]
min,sell1.put6$_SDFFE_PP0N_,sell1.put6$_SDFFE_PP0N_,0.53
max,clk,putMoney,1.03
min reg2reg,sell1.put6$_SDFFE_PP0N_,sell1.put6$_SDFFE_PP0N_,0.53
max reg2reg,sell1.money[1]$_SDFF_PP0_,sell1.outMoney[1]$_DFF_P_,2.05
-- critical path: stages --
cell and delay (ns):
clkbuf_8 0.11, clkbuf_8 0.11, and2_1 0.13, clkdlybuf4s50_1 0.39
-- synth_stat cells, drive strengths merged, types with 2 or more instances --
library cell / instances
o22ai: 4
and3: 2
or3: 2
nand2b: 2
nor3b: 4
mux2: 2
o21a: 8
xor2: 2
o21ai: 13
clkbuf: 3
o311ai: 2
nand2: 13
mux2i: 8
nand3: 6
a221oi: 2
o211ai: 3
fa: 2
a2111oi: 2
a21oi: 12
xnor2: 6
ha: 15
buf: 5
nor4b: 3
or2: 5
nor2b: 6
o21bai: 2
a21o: 5
nor2: 22
and2: 4
a211oi: 6
a211o: 3
o211a: 2
a31oi: 4
inv: 17
nor3: 6
dfxtp: 27
-- cells in the final DEF, fill, tap and decap left out, drive strengths merged, types with 3 or more instances in the layout --
cell and count:
a211o 3, a211oi 6, a21o 5, a21oi 12, a31oi 4, and2 4
clkbuf 6, clkdlybuf4s50 19, dfxtp 27, ha 15, inv 17, mux2i 8
nand2 13, nand3 6, nor2 22, nor2b 6, nor3 6, nor3b 4
nor4b 3, o211ai 3, o21a 8, o21ai 13, o22ai 4, or2 5
xnor2 6
-- power by group --
group | total, W | internal, W | switching [W]
registers | 0.000287 | 0.000242 | 0.0000450
logic | 0.000836 | 0.000366 | 0.000470
clock network | 0.000173 | 0.000105 | 0.0000683
-- through the flow --
stage               setup slack (ns)  power (W)  hold slack (ns)  instances
floorplan                      1.674  0.0009264           0.4482        245
global placement               1.279   0.001144           0.5219        324
detailed placement             1.279   0.001140           0.5150        324
CTS                            1.015   0.001308           0.5326        331
global route                   1.002   0.001432           0.5577        331
finish                         1.031   0.001296           0.5292        331
No activity file was given, so power comes from the tool's default toggle rates.
