==> design/flow/run.sh <==
#!/bin/bash
# OpenROAD 26Q1-2900-gdf79404cd8, Yosys 0.63+post, stock flow scripts
make -C /OpenROAD-flow-scripts/flow DESIGN_CONFIG=/design/flow/config.mk WORK_HOME=/design/flow/orfs finish
==> design/flow/constraint.sdc <==
current_design taxi

set clk_period 20.9
set clk_io_pct 0.2

create_clock -name clk0 -period $clk_period [get_ports {cp1}]
create_clock -name clk1 -period $clk_period [get_ports {cp2}]

set non_clock_inputs [all_inputs -no_clocks]
set_input_delay [expr $clk_period * $clk_io_pct] -clock clk0 $non_clock_inputs
set_output_delay [expr $clk_period * $clk_io_pct] -clock clk0 [all_outputs]
==> design/flow/design.v <==
module taxi(cp1,cp2,stop,reset,run,waitTime,money);
	input wire cp1;
	input wire cp2;
	input wire stop;
	input wire reset;
	output reg [17:0] run;
	output reg [15:0] waitTime;
	output reg [13:0] money;
	reg [15:0] time2;
	reg [15:0] time3;
	reg [15:0] timeyu;
	reg [11:0] runyu;
	reg [17:0] run2;
	initial
	begin
		run=18'd0;
		waitTime=15'd0;
		money=14'd0;
		time2=16'd0;
		time3=16'd0;
		runyu=11'd0;
		run2=18'd0;
	end
	always@(posedge cp1)
	begin
		if(reset)
			begin 
			run=18'd0;
			end
		else
			begin
			run=run+18'd10;
			end 
	end	
	always@(posedge cp2)
	begin
		if(reset)
			begin 
			waitTime=8'd0;
			time2=16'd0;
			end
		else if(stop)
			begin
				time2=time2+16'd1;
				waitTime=time2/7'd60;
				if(waitTime<=0)
					waitTime=16'd1;
				else
					waitTime=waitTime;
			end
		else
			begin
				waitTime=waitTime;
				time2=time2;
			end 
	end	
	always@(run,waitTime)
	begin
		if(reset)
			begin 
			money=14'd0;
			end
		else
			begin
				if(run<=14'd3000)
					money=14'd80;
				else
					begin
						runyu=run%14'd3000;
						run2=(run-14'd3000)/1000;
						time3=waitTime/3'd3;
						timeyu=waitTime%3'd3;
						money=14'd80+(run2+time3)*4'd14;
						if(runyu!=0)
							money=money+4'd14;
						else
							money=money;
						if(timeyu!=0)
							money=money+4'd14;
						else
							;
					end
			end 
	end	
endmodule
==> design/flow/config.mk <==
export PLATFORM = sky130hd
export DESIGN_NAME = taxi
export DESIGN_NICKNAME = taxi
export VERILOG_FILES = /design/flow/design.v
export SDC_FILE = /design/flow/constraint.sdc
export NUM_CORES = 4
export LEC_CHECK = 1
export CORE_UTILIZATION = 30
==> run summary <==
fresh numbers from the pnr run: status finished clean, crit path capture type output pin, largest net degree at the start of global routing 48, clk slew on worst S/H paths 0.07 ns, Setup TNS Final 0 ns, Worst Hold Class flop to flop, initial cell density of the core 30.7%, Clock Skews 0.0102 ns, critical path required time 16.72 ns, EDFF count, synth 0, layout cells sized above 1 5.82%, Post-Route WL 30300 microns, number of vias per cell 5.73, grt met3 use 1.20%, ys async rst share 0%, Post-CTS Hold Buffers 0, Least-Margin Pin Slew 0.849 ns, postcts setup bufs 0, most used cell, CP a21oi_1, Syn Std Cell Area 0.0107 sq mm, Rows 68, critical path fanouts, max 18, wire per inst 15.3 microns, Num Clock Sinks 44, LEAKAGE 0.00403 uW, Overflow after GRT 0, unrepaired setup endpoints after global routing false, number of routed nets with antenna violations 0, TritonCTS clock tree built, Power Density 83.7 mW/mm^2, vias in the first global route 9944, most instantiated logic cells after routing 146 x nor2_1, 116 x nand2_1, 113 x xnor2_1, 110 x a21oi_1, 70 x o21ai_0, Die Size 0.0363 sq mm, Power Total 970 uW, Initial DRT Pass Iterations 6, Post-synth seq share 8.27%, Layout area overhead 8.73%, Max IR drop VDD 0.000143 V, CTS resizes 0, Buffers on Ports 43, tool warnings 35, Syn Inst Count 1534, Die Wd 190 microns, WS Path Type flop to output pin, # Max-Cap Violations 0, Die Y 190 microns, I/O Pins 52, Fin. Hold Viols 0, reg-to-reg slack, setup 14.16 ns, antenna violations before repair 0, Ys Warns 1, Final Setup Violations 0, # DRC 0, GRT Overall Usage 16.6%, most used logic cell in the final layout nor2_1, routing usage on met1 24.7%, syn_area_per_cell 6.94 sq um, core region area 0.0347 sq mm, Yosys reg bits 44, DR vias 11400, gpl congestion 0.962, worst relative slew slack 43.3%, Slowest cell on crit path a2111oi_0, Top FF cell, synth dfxtp_1, n_diodes 0, Post-DP HPWL 23700 microns, yosys cell count 1534, startpoint types flop, GRT busiest layer met2, dpl cell area 0.0114 sq mm, CP peak stage delay 0.67 ns, routing usage on met2 26.7%, global-route wire length before repair 50400 microns, Design Area, Final 0.0116 sq mm, Slew Viols, Final 0, synthesis area per yosys 0.0107 sq mm, 1st-iter DRT viols 917, Critical Path AT 14.25 ns, count of distinct cell types in the synthesized netlist 107
[per-layer routing]
layer / share of wire (%) / up-vias
met5: 0 / -
met4: 1.4 / 0
met3: 3.5 / 21
met2: 45 / 258
met1: 50 / 5301
li1: - / 5775
[power breakdown]
| group | total, uW | internal [uW] | switching [uW] |
|---|---|---|---|
| Clock | 82.7 | 51.4 | 31.3 |
| Sequential | 94.6 | 86.6 | 8.00 |
| Combinational | 792 | 320 | 472 |
| Total | 970 | 458 | 511 |
[worst max-delay path, delay by kind of cell, from the launching register on]
kind            cells  cell delay [ns]
compound gates     17             5.51
xor+xnor            4             1.37
fa+ha+maj           7             2.44
buf+inv             5             0.81
flops               1             0.49
mux                 1             0.35
simple gates        9             3.03
[cell type report]
cell class / count / area [sq um]
Clock buffer: 6 / 150
Clock inverter: 2 / 10.0
Fill cell: 3649 / 23100
Inverter: 67 / 251
Multi-Input combinational cell: 1353 / 9200
Sequential cell: 44 / 881
Tap cell: 455 / 569
Timing Repair Buffer: 56 / 523
[kinds of logic (layout without fill, tap and decap cells)]
group | count (synthesis) | count (layout) | share of synthesized area (%)
AND/OR/NAND/NOR | 589 | 589 | 28.5
adder cells (fa/ha/maj) | 55 | 55 | 7.07
buffers and inverters | 144 | 131 | 5.64
multiplexers | 34 | 34 | 3.35
flip-flops | 44 | 44 | 8.27
XOR/XNOR | 151 | 151 | 12.4
AND-OR/OR-AND | 516 | 516 | 34.7
other | 1 | 8 | 0.0352
[state kept, by name (all words and copies together), names as in the netlist]
signal / cells
time2: 16
waitTime: 11
run: 17
[cells in the mapped netlist (34+ instances only)]
cell type,n,area [sq um]
nor2_1,146,548
nand2_1,116,435
xnor2_1,113,990
a21oi_1,110,551
o21ai_0,70,350
inv_1,64,240
nand3_1,58,290
nor3_1,49,245
clkbuf_1,48,180
dfxtp_1,44,881
xor2_1,38,333
ha_1,37,463
or3_1,34,213
[per-stage QoR]
step	std cells	util [%]	hold WS, ns	worst slack (ns)
after detailed placement	1975	32.9	0.500	2.92
after global routing	1983	33.4	0.566	1.18
after floorplan	1541	-	0.432	5.05
final	1983	33.4	0.506	2.47
after global placement	1975	32.9	0.487	3.16
after CTS	1983	33.4	0.509	2.62
[path summary, 6_finish.rpt]
check                           startpoint     endpoint  depth (start not counted)
worst max-delay path                run[4]    money[13]                         43
worst min-delay path             time2[15]    time2[15]                          2
worst max register to register    time2[2]  waitTime[0]                         22
worst min register to register   time2[15]    time2[15]                          2
max in group clk1                 time2[2]  waitTime[0]                         22
min in group clk0                   run[1]       run[1]                          1
Power figures rest on the tool's default switching activity, not on a simulated workload.
