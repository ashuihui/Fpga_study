$ cat flow/run.sh
#!/bin/bash
# OpenROAD 26Q1-2900-gdf79404cd8, Yosys 0.63+post, stock flow scripts
make -C /OpenROAD-flow-scripts/flow DESIGN_CONFIG=/design/flow/config.mk WORK_HOME=/design/flow/orfs finish
$ cat flow/constraint.sdc
current_design dt

set clk_period 10.0
set clk_io_pct 0.2

create_clock -name clk0 -period $clk_period [get_ports {clk}]

set non_clock_inputs [all_inputs -no_clocks]
set_input_delay [expr $clk_period * $clk_io_pct] -clock clk0 $non_clock_inputs
set_output_delay [expr $clk_period * $clk_io_pct] -clock clk0 [all_outputs]
$ cat flow/design.v
module dt(clk,star,finish,one,fine,ten,ticket,sure,money,needMoney,outT,outM);
	input wire clk;
	input wire [5:0] star;
	input wire [5:0] finish;
	input wire one;
	input wire fine;
	input wire ten;
	reg [3:0] cint;
	input wire [1:0] ticket;
	input wire sure;
	output reg [7:0] money;
	output reg [7:0] needMoney;
	output reg outT;
	output reg outM;
	reg [5:0] star1;
	reg [5:0] finish1;
	reg [1:0] direction1;
	reg [1:0] direction2;
	reg [1:0] ticket1;
	reg [3:0] zhan1;
	reg [3:0] zhan2;
	reg [5:0] zhan;
	reg [7:0] outMoney;
	reg [3:0] outTicket;
	reg rem;
	reg ret;
	initial
	begin
		cint=4'd0;
		star1=6'd0;
		finish1=6'd0;
		direction1=2'd0;
		direction2=2'd0;
		ticket1=2'd0;
		zhan1=4'd0;
		zhan2=4'd0;
		zhan=6'd0;
		outMoney=8'd0;
		outTicket=4'd0;
		ret=0;
		rem=0;
	end
	always@(posedge clk)
	begin
		if(one&&!fine&&!ten)
		cint<=4'd1;
		else if(!one&&fine&&!ten)
		cint<=4'd5;
		else if(!one&&!fine&&ten)
		cint<=4'd10;
		else
		cint<=4'd0;
		money=money+cint;
		star1=star;
		finish1=finish;
		direction1=star1>>4;
		direction2=finish1>>4;
		zhan1=star1%6'd16;
		zhan2=finish1%6'd16;
		ticket1=ticket;
		if(direction1==direction2)
			begin
				if(zhan1>zhan2)			
					zhan=zhan1-zhan2;
				else
					zhan=zhan2-zhan1;				
			end
		else
			begin
				zhan=zhan1+zhan2;
			end
		if(zhan<=4'd8)
			needMoney=4'd2*ticket1;
		else if(zhan<=4'd12&&zhan>8)
			needMoney=4'd3*ticket1;
		else if(zhan<=5'd19&&zhan>12)
			needMoney=4'd4*ticket1;
		else if(zhan<=5'd26&&zhan>19)
			needMoney=4'd5*ticket1;
		else if(zhan>=27)
			needMoney=4'd6*ticket1;
		if(sure&&money>needMoney)
			begin
				money=money-needMoney;
				outTicket=ticket1;
				outMoney=money;
				money=0;
			end
		else
			money=money;
		if(outMoney!=0)
			begin
				rem=1;
				outMoney=outMoney-8'd1;
			end 
		else
			rem=0;
		if(outTicket!=0)
			begin
				ret=1;
				outTicket=outTicket-4'd1;
			end
		else
			ret=0;
	end 
	always@(rem)
	begin
		if(rem)
			begin
				outM=clk;
			end
		else
			outM=0;
	end	
	always@(ret)
	begin
		if(ret)
			begin
				outT=clk;
			end
		else
			outT=0;
	end
endmodule
$ cat flow/config.mk
export PLATFORM = sky130hd
export DESIGN_NAME = dt
export DESIGN_NICKNAME = dt
export VERILOG_FILES = /design/flow/design.v
export SDC_FILE = /design/flow/constraint.sdc
export NUM_CORES = 4
export LEC_CHECK = 1
export CORE_UTILIZATION = 50
==> results.toml <==
# yosys + openroad results
[run_status]
run_status = "completed"

[global_route]
antenna_found_initial = 0
grt_first_pass_wirelength_microns = 10600
grt_util_all_layers = 0.222
total_congestion_overflow = 0
grt_pass1_vias = 2343
largest_net_degree_at_the_start_of_global_routing = 18

[floorplan]
fp.dieArea_sq_um = 5970
floorplan.core_area_sq_um = 5470
fp_util = 0.518
die_w_microns = 77.3
boundaryPins = 37
placementRows = 27
fp.dieH_microns = 77.3

[cells_and_area]
area_delta_synth_final_pct = 20.5
final-seq-area_sq_um = 661
logic_area_sq_um = 2080
fillers = 485
drive_above_1_share = 0.0916
stdcell_area_sq_um = 3410

[route]
wirelength_microns = 5870
initialDrtViolationCount = 126
drt_pass1_iterations = 4
detail_route.vias_per_cell = 5.48
detail_route.antenna_diodes = 0
routed-via-count = 2428
drcViolationCount = 0
wl_per_cell_microns = 13.2
antenna_left = 0

[setup_path]
slowest_stage = "sky130_fd_sc_hd__clkdlybuf4s50_1"
worst_ep_arrival_time_ps = 8130
worstPathCellList = "clkdlybuf4s50_1 -> inv_1 -> ha_1 -> nand2b_1 -> a21oi_1 -> nor3b_1 -> o31ai_1 -> a21oi_1 -> nor2_1 -> a221o_1 -> ha_1 -> nor2b_1 -> o21ai_2 -> a21boi_2 -> o2111a_1 -> a21oi_2 -> nor2_1 -> a21oi_1 -> ha_1 -> nand2_1 -> nor4b_4 -> mux2i_1"
critical_path.max_fanout = 17
timing.reg2reg.setup_slack_ps = 5290
endpoint_kind = "flop"
reg2reg_from = "cint[1]$_SDFF_PP0_"
cpPeakStageDelay_ps = 600
buffers_plus_inverters_on_the_worst_setup_path = 2
timing.critical_path.to = "outMoney[1]$_DFF_P_"
rr_worst_depth = 18
crit_path_start_kind = "input port"
timing.critical_path.from = "star[1]"
worst_r2r_endpoint = "outMoney[1]$_DFF_P_"
crit_cells = 22
critical-path-top-delay-family = "AND-OR/OR-AND gates"
cp_data_required_time_ps = 10320
setup.worst_path.class = "input port to flop"

[synth]
synth.top_cells.by_area = "sky130_fd_sc_hd__dfxtp_1 23%, sky130_fd_sc_hd__ha_1 12%, sky130_fd_sc_hd__nor2_1 3.8%"
flop_cell = "sky130_fd_sc_hd__dfxtp_1"
post-synth-top-area-fraction = 0.233
yosys.area_share.xor_xnor = 0.0729
synthesis.instances = 323
async_sr_flop_fraction = 0
synth.logic.top_family = "AND-OR/OR-AND gates"
syn-cell-area_sq_um = 2830
synth_chip_area_sq_um = 2830
yosysWarningCount = 1
synth.cellmix.adderShare = 0.159
yosys.stat.seqShare = 0.233
post_synth.cell_area_avg_sq_um = 8.77
synthDistinctLibCells = 73
yosys.area_share.simple = 0.226
synth_flops = 33
ys_sh_aoi = 0.235
cell_total_in_the_yosys_stat_output = 323
number_of_enable_type_register_cells_in_the_synthesized_netlist = 0
ys_sh_mux = 0.0322
largest_area_cell = "sky130_fd_sc_hd__dfxtp_1"

[run]
openroad.warnings = 39
cap_viol_max_count = 0

[pwr]
combinationalPowerShare = 0.614
p_switching_uw = 403
internal_power_uw = 553
power.clock.fraction = 0.162
sw_share = 0.421
pwr-share-seq = 0.224
pwr_density_cell_nw_per_um2 = 280
worst_ir_drop_vdd_uv = 167
p_leak_uw = 0.00144

[final_timing]
max_slew_margin = 0.509
tightest_slew_ps = 737
final.min_clock_period_ps = 7810
final-max-slew-violation-count = 0
setup_tns_ps = 0
grt_setup_unrepaired = "no"
fmax_ghz = 0.128
finalClockSkew_ps = 12.8
timing_hold_violations_final = 0
setup_violations = 0
final.period_utilization = 0.781

[clock_network]
cts_tree = "built"
cts_post_setup_buffers_inserted = 0
clkLatencyLatePin_ps = 390
hold_buffers = 0
worst_setup_hold_path_clk_slew_ps = 70
cts.repair.resized = 0

[min_path]
hp-class = "flop to flop"
min_path_cells = 2

[placement]
numPortBuffers = 36
detailed_place_hpwl_microns = 4640
placement.cell_area_sq_um = 3280
gp_routability_congestion = 0.878
==> cell usage in the layout (no fill, tap or decap), types with 6 or more instances in the layout <==
| cell | instances |
|---|---|
| sky130_fd_sc_hd__and2_1 | 8 |
| sky130_fd_sc_hd__conb_1 | 6 |
| sky130_fd_sc_hd__clkbuf_8 | 9 |
| sky130_fd_sc_hd__dfxtp_1 | 33 |
| sky130_fd_sc_hd__nand2b_1 | 8 |
| sky130_fd_sc_hd__nor2_1 | 29 |
| sky130_fd_sc_hd__xor2_1 | 7 |
| sky130_fd_sc_hd__nor3b_1 | 6 |
| sky130_fd_sc_hd__a21oi_1 | 16 |
| sky130_fd_sc_hd__mux2i_1 | 8 |
| sky130_fd_sc_hd__ha_1 | 28 |
| sky130_fd_sc_hd__inv_1 | 23 |
| sky130_fd_sc_hd__nand2_1 | 16 |
| sky130_fd_sc_hd__o21ai_0 | 12 |
| sky130_fd_sc_hd__xnor2_1 | 11 |
| sky130_fd_sc_hd__and3_1 | 7 |
| sky130_fd_sc_hd__clkdlybuf4s50_1 | 36 |
| sky130_fd_sc_hd__nand4_1 | 6 |
| sky130_fd_sc_hd__nand3_1 | 6 |
==> state kept, by name, indices dropped and copies added, names as in the netlist <==
signal	flops
ret	1
rem	1
outMoney	8
needMoney	8
money	8
cint	3
outTicket	4
==> final cells by class <==
type / instances / share of cell area
clock buffers: 12 / 0.0432
clock inverters: 2 / 0.00293
inverters: 24 / 0.0264
multi-input cells: 266 / 0.608
flip-flops and latches: 33 / 0.193
well taps: 72 / 0.0264
repair buffers: 34 / 0.0997
==> synthesized netlist by cell type (all sizes together) (3+ instances only) <==
master / count
nor2b: 5
and3: 7
inv: 24
o21a: 4
fa: 5
or3: 3
nor2: 29
mux2i: 8
xnor2: 13
nand4: 6
o21ai: 16
a21boi: 3
a21oi: 17
a31o: 3
nand3: 6
nand3b: 3
dfxtp: 33
and2: 9
xor2: 8
nor3b: 6
o211ai: 3
a21o: 3
a211oi: 4
nor3: 5
nand2: 18
o31ai: 3
ha: 28
buf: 3
nand2b: 8
a32o: 3
o32ai: 3
==> power by group through the flow <==
| stage | clock network (uW) | registers [uW] | logic (uW) |
|---|---|---|---|
| after CTS | 160 | 214 | 586 |
| after global routing | 170 | 220 | 662 |
| final | 155 | 214 | 587 |
==> per-layer routing <==
| layer | vias to the layer above | global-route usage | wire (microns) |
|---|---|---|---|
| met5 | - | 0 | 0 |
| met4 | 0 | 0.0283 | 34 |
| met3 | 5 | 0.0351 | 244 |
| met2 | 52 | 0.354 | 2590 |
| met1 | 1095 | 0.332 | 3000 |
| li1 | 1276 | - | - |
==> logic make-up (layout without fill, tap and decap cells) <==
logic type,after synthesis,in the layout
other,2,6
xor gates and xnor gates,21,21
muxes,9,9
adders and majority gates,33,33
and+or+nand+nor,114,114
DFF,33,33
AOI/OAI and AO/OA,83,83
buffers and inverters,28,72
==> stage by stage <==
step | worst slack (ps) | hold WS, ps | utilization | instances | total power [uW]
2_1_floorplan | 2900 | 451 | - | 327 | 652
3_3_place_gp | 2030 | 489 | 0.599 | 431 | 816
3_5_place_dp | 1860 | 482 | 0.599 | 431 | 814
4_1_cts | 2230 | 501 | 0.624 | 443 | 960
5_1_grt | 1670 | 572 | 0.624 | 443 | 1050
6_report | 2190 | 502 | 0.624 | 443 | 956
==> worst min path at each step <==
stage / startpoint / end / slack, ps
final: outTicket[3]$_DFF_P_ / outTicket[3]$_DFF_P_ / 500
after global routing: outTicket[3]$_DFF_P_ / outTicket[3]$_DFF_P_ / 570
after CTS: outTicket[3]$_DFF_P_ / outTicket[3]$_DFF_P_ / 500
==> worst reg2reg max path, delay by kind of cell (launching register included) <==
family                   cells  cell delay [ps]
AND/OR/NAND/NOR              6             1070
flip-flops                   1              330
multiplexers                 1              250
XOR/XNOR                     1              170
adder cells (fa/ha/maj)      3              970
AND-OR/OR-AND                7             1880
Power is estimated from default activity; no workload was simulated.
